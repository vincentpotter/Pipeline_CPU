==> flow/design.v <==
    parameter R_ = 6'b000000, 
    Addi_ = 6'b001000,
    Addiu_ = 6'b001001,
    Lui_ = 6'b001111,
    Lw_ = 6'b100011,
    Sw_ = 6'b101011,
    Branch_ = 6'b000100,
    Jump_ = 6'b000010,
    Ori = 6'b001101;
module RegFile(
    input [4:0] Rreg1,                 
    input [4:0] Rreg2,                 
    input [4:0] Wreg,                  
    input [31:0] Wdata,                
    input Wenable,                     
    input clk,                         
    input rst,                         
    output [31:0] Rdata1,              
    output [31:0] Rdata2               
    );
    reg [31:0] Registers[31:0];        
    integer i;
    always @(posedge clk or posedge rst)     
    begin
        if(rst)                          
            for(i=0;i<32;i=i+1)          
                Registers[i] <= 32'b0;  
        else if(Wenable)                 
            Registers[Wreg] <= Wdata;    
    end  
    assign Rdata1 = (Rreg1 != 0)? Registers[Rreg1] : 0;    
    assign Rdata2 = (Rreg2 != 0)? Registers[Rreg2] : 0;    
endmodule
==> flow/run.sh <==
#!/bin/bash
# OpenROAD 26Q1-2900-gdf79404cd8, Yosys 0.63+post, stock flow scripts
make -C /OpenROAD-flow-scripts/flow DESIGN_CONFIG=/design/flow/config.mk WORK_HOME=/design/flow/orfs finish
==> flow/config.mk <==
export PLATFORM = sky130hd
export DESIGN_NAME = RegFile
export DESIGN_NICKNAME = RegFile
export VERILOG_FILES = /design/flow/design.v
export SDC_FILE = /design/flow/constraint.sdc
export NUM_CORES = 4
export LEC_CHECK = 1
export CORE_UTILIZATION = 30
==> flow/constraint.sdc <==
current_design RegFile

set clk_period 11.6
set clk_io_pct 0.2

create_clock -name clk0 -period $clk_period [get_ports {clk}]

set non_clock_inputs [all_inputs -no_clocks]
set_input_delay [expr $clk_period * $clk_io_pct] -clock clk0 $non_clock_inputs
set_output_delay [expr $clk_period * $clk_io_pct] -clock clk0 [all_outputs]
==> Changelog: implementation <==
### Metrics

- Detailed Routing Iterations Pass 1: 9
- Crit end category: primary output
- Met2 Use GR: 0.466
- Initial antenna violation count: 37
- Chip height: 414 um
- Largest regs: Registers: 992 flops
- Max reg flops: about 990
- Core area: ~170000 sq um
- Arr. time, crit path: 6670 ps
- Synth Seq Share: 0.488
- Met3 Track Usage GR: 0.206
- Sequential share of power: 0.476
- Grt peak-use layer: met2
- Clk buf depth: 3
- RSZ-0062 raised after global routing: no
- Unique cell types: 68
- Total GRT Usage: 0.350
- Yosys stat area: 50900 sq um
- Post-Synthesis Cell Area: 50900 sq um
- Achievable Freq: 111 MHz
- CP Data Required Time: approximately 9300 ps
- Global route total overflow: 0
- Num CTS Buffers: 108
- Routed length per instance: 43.9 um
- Reg clk slew, reported paths: 60 ps
- Ys async rst share: 1.00
- Vias: 46000
- Main synth FF type: dfrtp_1
- Cell count in the Yosys report: 4294
- CTS sink count: roughly 990
- Post-detail-place hpwl: 179000 um
- Switching Power: 0.00307 W
- DR vias/cell: 6.91
- GRT met1 Usage: 0.415
- Post-CTS resize count: 0
- Synthesized flop and latch total: between 900 and 1000
- Fin util: 0.353
- GPL Wtd Cong: 1.09
- Min-delay worst type: reg2reg
- Final hold vios: 0
- Cell-internal power: 0.00711 W
- Antenna viol nets, final: 0
- Slew Viols, Final: 0
- Critical-path maximum fanout: 32
- Max-cap check violation count: 0
- Cell count after synthesis: ~4300
- Peak VDD IR: about 0.11 mV
- Slew at the pin closest to its max-slew limit: 1220 ps
- Die Wd: roughly 410 um
- Switching share of total power: 0.302
- Cell area after placement: 55400 sq um
- Most frequent logic cell in the layout: mux2_2
- Syn-to-layout area delta: 16.5%
- Clock network power share: 0.366
- Fin crit period: 8990 ps
- CTS root buf: clkbuf_16
- # port buffers: 113
- Final Skew: 0 ps
- Via count of the first global-routing pass: between 40000 and 50000
- Share of cells above drive strength 1: 0.360
- Tool warnings: 41
- Result of the run: complete, no violations
- Worst Setup Start Kind: primary input
- Cycle use final: 0.775
- H-Tree Depth: 3
- Layout Cell Area excl Fill: 59300 sq um
- Reg with most FFs: Registers
- YS warnings: 2
- Post-layout power: 0.0102 W
- Hold Buf Count CTS: 0
- Critical path class: in2out
- Largest net degree at the start of global routing: 115
- # IOs: 114
- Postcts setup bufs: 0
- Leakage power: 25.9 nW
- TritonCTS clock tree: built
- Hold slack: a little over 500 ps
- DRT iter0 DRCs: around 6200
- Synthesized area per cell: 11.9 sq um
- Top cells excl fill/tap: mux2_2 (1018), dfrtp_1 (992), a22oi_1 (554)
- Slew headroom: 0.188
- Fp util: 0.303
- Insertion Delay late pin: 740 ps
- Flip-flops with a built-in enable: 0
- Routed WL: 292000 um
- Logic pwr share: 0.158
- PD cells: 172 nW/um^2
- Endpoints failing setup: 0
- Row Count: 150
- Die Area: 171000 sq um
- First-pass GRT wire length: between 300000 and 400000 um
- DRC Markers: 0
-- power groups by stage --
stage	combinational [W]	clock [W]	sequential (W)
after global routing	0.00168	0.00387	0.00489
final	0.00161	0.00373	0.00484
after CTS	0.00157	0.00375	0.00479
-- cells by family (layout without fill, tap and decap cells) --
group	count (synthesis)	after routing	share of synthesized area
other	0	47	0
AND-OR/OR-AND	855	855	0.130
AND/OR/NAND/NOR	894	894	0.101
flip-flops	992	992	0.488
multiplexers	1112	1112	0.245
buffers and inverters	441	553	0.0366
-- worst max-delay path, cell delays in order --
cell             delay [ps]
buf_4                   530
buf_4                   630
nand3b_1                440
nor2_4                  700
buf_4                   700
a22oi_1                 190
nand4_1                 180
or4_1                   300
clkdlybuf4s50_1         530
-- stage by stage --
stage | setup WS [ps] | instances | setup TNS [ps]
6_report | 2610 | 6657 | 0
4_1_cts | 2940 | 6610 | 0
3_3_place_gp | 2940 | 6414 | 0
5_1_grt | 2850 | 6621 | 0
3_5_place_dp | 2930 | 6414 | 0
2_1_floorplan | -4390 | 4294 | -4351240
-- final timing paths --
kind	start	endpoint	slack, ps	depth (start not counted)
setup / recovery	Rreg2[2]	Rdata2[31]	2610	9
hold / removal	Registers[4][25]	Registers[4][25]	510	1
setup reg to reg	Registers[30][25]	Registers[30][25]	10690	1
hold reg to reg	Registers[4][25]	Registers[4][25]	510	1
max in group asynchronous	rst	Registers[21][14]	6760	5
min in group asynchronous	rst	Registers[23][8]	2070	2
-- cell usage after synthesis, types with 52 or more instances --
master / n / area share
a2111oi_0: 63 / 0.011
a22oi_1: 554 / 0.082
and3_1: 221 / 0.027
buf_1: 52 / 0.0038
buf_2: 73 / 0.0072
clkbuf_1: 285 / 0.021
dfrtp_1: 992 / 0.49
mux2_2: 1018 / 0.23
mux2i_1: 90 / 0.018
nand2_1: 81 / 0.0060
nand3_1: 129 / 0.013
nand4_1: 130 / 0.016
nor2_1: 106 / 0.0078
-- cell type report --
cell class / instances / area, sq um
Fill cell: 16400 / 108000
Multi-Input combinational cell: 2861 / 24900
Sequential cell: 992 / 24800
Clock buffer: 143 / 3050
Timing Repair Buffer: 348 / 2900
Tap cell: 2204 / 2760
Clock inverter: 53 / 709
Antenna cell: 47 / 118
Inverter: 9 / 37.5
-- per-layer routing --
layer / wire [um] / up-vias
met5: 273 / -
met2: 118000 / 4343
met4: 28600 / 32
met3: 45100 / 1529
met1: 101000 / 23300
li1: - / 16800
No activity file was given, so power comes from the tool's default toggle rates.
