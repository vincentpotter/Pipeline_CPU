==> flow/design.v <==
    parameter R_ = 6'b000000, 
    Addi_ = 6'b001000,
    Addiu_ = 6'b001001,
    Lui_ = 6'b001111,
    Lw_ = 6'b100011,
    Sw_ = 6'b101011,
    Branch_ = 6'b000100,
    Jump_ = 6'b000010,
    Ori = 6'b001101;
 module ALU(                              
    input [31:0]  Input1,                 
    input [31:0]  Input2,                 
    input [3:0]   Ctrl,                   
    output        Zero,                   
    output [31:0] result                  
    );
    reg [31:0] result;
    always @(*)
        case(Ctrl[3:0])
            4'b0000: result = Input1 & Input2;           
            4'b0001: result = Input1 | Input2;           
            4'b0010: result = Input1 + Input2;           
            4'b0110: result = Input1 - Input2;           
            4'b0111:                                     
               begin
                   if(Input1 < Input2)                   
                      result = 1'b1;                     
                  else result = 1'b0;                    
               end
            4'b1111:
                result = Input1 ^ Input2;                
            default: result = 32'b0;                     
        endcase
    assign Zero = (result == 0);                         
 endmodule
==> flow/run.sh <==
#!/bin/bash
# OpenROAD 26Q1-2900-gdf79404cd8, Yosys 0.63+post, stock flow scripts
make -C /OpenROAD-flow-scripts/flow DESIGN_CONFIG=/design/flow/config.mk WORK_HOME=/design/flow/orfs finish
==> flow/config.mk <==
export PLATFORM = sky130hd
export DESIGN_NAME = ALU
export DESIGN_NICKNAME = ALU
export VERILOG_FILES = /design/flow/design.v
export SDC_FILE = /design/flow/constraint.sdc
export NUM_CORES = 4
export LEC_CHECK = 1
export CORE_UTILIZATION = 50
==> flow/constraint.sdc <==
current_design ALU

set clk_period 24.9
set clk_io_pct 0.2

create_clock -name clk0 -period $clk_period

set non_clock_inputs [all_inputs -no_clocks]
set_input_delay [expr $clk_period * $clk_io_pct] -clock clk0 $non_clock_inputs
set_output_delay [expr $clk_period * $clk_io_pct] -clock clk0 [all_outputs]
==> results.toml <==
# implementation run metrics
[logic_synthesis]
synthAdderAreaFrac_pct = 22.8
logic_family = "AND-OR/OR-AND gates"
ys_sh_xor_pct = 0.455
synthSimpleGateAreaFrac_pct = 24.0
synth_cells = 863
yosys_area_sq_um = 5770
avgSynthCellArea_sq_um = 6.69
ys_seq_share_pct = 0
syn_area_sq_um = 5770
ys_cells = 863
ys_warn_count = 1
synth.distinct_cells = 77
yosys-mux-area-fraction_pct = 2.43
ys_sh_aoi_pct = 37.9

[sta]
fin_crit_ps = 15130
slew_headroom_pct = 39.5
setup_viol = 0
drv_slew = 0
holdWs_ps = 11110
worstMarginPinSlew_ps = 897
worst_slack_ps = 9770
fmax_ghz = 0.0661
tns_ps = 0
hold_viol_final = 0
rsz0062_at_grt = "false"
period_used_pct = 60.8

[clock_network]
hold_buffers = 0
post-cts-setup-buffers = 0
cts_resized = 0

[power]
p_comb_share_pct = 100.0
p_per_area_nw_per_um2 = 21.9
p_clk_share_pct = 0
p_switching_mw = 0.0854
p_leak_nw = 3.08
vdd_drop_max_v = 0.0000143
seq_power_share_pct = 0
p_int_mw = 0.0615
p_sw_share_pct = 58.1
p_total_mw = 0.147

[routing]
wl_met2_um = 8620
wl_met3_um = 2220
routedWlPerCell_um = 19.3
postRouteAntennaNets = 0
top_layer = "met4"
diodes = 0
routed_wl_um = 20400
avgViaCountPerCell = 6.49
drc = 0
drtIter0Drc = 549
drt_pass1_iterations = 5
dr_total_vias = 6876
wl_met1_um = 9080

[layout]
num-clock-buffers = 0
n_fill_cell = 1008
seqCellArea_sq_um = 0
flops = 0
drive_above_1_share_pct = 3.16
syn_to_final_growth_pct = 16.2
finalNonFillerCells = 1059

[global_routing]
grt_max_degree = 37
grt_first_pass_wirelength_um = 32700
antenna_found_initial = 0
overflow = 0
first_global_vias = 6376
gr-usage-all-layers_pct = 34.9

[worst_setup_path]
startpoint_type = "primary input"
worstPathArrival_ps = 10150
slowest_stage = "clkdlybuf4s50_1"
crit_type = "primary input to primary output"
critical_path.max_stage_delay_ps = 990
critPathRequiredTime_ps = 19920
end_kind = "primary output"
path_cells = "clkdlybuf4s50_1 -> or3_1 -> a211oi_1 -> a2111oi_0 -> o21ai_0 -> or3_2 -> or4_1 -> or4_1 -> nor4_1 -> nand4_1 -> nor3_1 -> nor4b_2 -> clkdlybuf4s50_1"
cp_max_fo = 21

[floorplan]
io_pins = 101
core_sq_um = 11000
num_rows = 38
die_y_um = 109
dieArea_sq_um = 12000
die_w_um = 109
initCoreUtil_pct = 52.3

[flow_run]
drv_cap = 0
warning_count = 103

[placed_design]
portBuffers = 101
place_ws_ps = 9820
place_hpwl_um = 16000
finalWeightedCongestion = 1.02
dp.cells = 1059

[status]
status = "finished clean"

[min_path]
hp-class = "primary input to primary output"
[through the flow]
stage,cell area [sq um],util [%]
finish,6700,60.8
global route,6700,60.8
CTS,6700,60.8
detailed placement,6700,60.8
global placement,6700,60.8
floorplan,5770,-
[area by class of cell]
cell class / count / area [sq um] / area share (%)
repair buffers: 109 / 1070 / 15.9
well taps: 140 / 175 / 2.61
multi-input cells: 707 / 5070 / 75.7
inverters: 103 / 387 / 5.77
[layer usage]
metal  track usage [%]  vias to the layer above
met5                 0                        -
met4              6.86                        0
met3              5.14                       51
met2              54.4                      410
met1              51.2                     3076
li1                  -                     3339
[placed cells by master (no fill, tap or decap), drive strengths merged, types with 5 or more instances in the layout]
master         netlist  routed
inv                102     102
ha                 102     102
clkdlybuf4s50        0     100
a21oi               73      73
nor2                65      65
nand2               54      54
o21ai               49      49
nand3               35      35
nor3                27      27
o211ai              23      23
o31ai               20      20
a211oi              20      20
mux2i               14      14
nand4               14      14
a21o                14      14
nor2b               13      13
nor4                13      13
a211o               12      12
a31oi               11      11
or3                 10      10
buf                 11       9
o31a                 8       8
and3                 8       8
a221o                7       7
o211a                6       6
o21a                 6       6
nand2b               5       5
a21boi               5       5
a41oi                5       5
a221oi               5       5
nor3b                5       5
[power groups by stage]
stage	Combinational (mW)	Sequential, mW	Clock, mW
CTS	0.144	0	0
global route	0.161	0	0
finish	0.147	0	0
[critical path, delay by kind of cell]
kind,cells,cell delay (ps)
AOI/OAI and AO/OA,3,680
buffers and inverters,2,1480
and+or+nand+nor,8,3010
[path summary, 6_finish.rpt]
path | cells after the start | to | startpoint | slack [ps]
worst max-delay path | 13 | Zero | Ctrl[2] | 9770
worst min-delay path | 5 | result[5] | Ctrl[0] | 11110
[cell families after synthesis]
group                    Yosys count
buffers and inverters            156
XOR/XNOR                           3
AND-OR/OR-AND                    315
multiplexers                      14
AND/OR/NAND/NOR                  271
adder cells (fa/ha/maj)          104
[synth_stat cells (14+ instances only)]
cell | n | area, sq um
ha_1 | 102 | 1280
inv_1 | 102 | 383
a21oi_1 | 73 | 365
nor2_1 | 65 | 244
nand2_1 | 54 | 203
o21ai_0 | 49 | 245
nand3_1 | 35 | 175
clkbuf_1 | 31 | 116
nor3_1 | 27 | 135
o211ai_1 | 23 | 173
a211oi_1 | 20 | 150
o31ai_1 | 20 | 150
mux2i_1 | 14 | 140
nand4_1 | 14 | 87.6
