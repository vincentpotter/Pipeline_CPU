==> flow/design.v <==
    parameter R_ = 6'b000000, 
    Addi_ = 6'b001000,
    Addiu_ = 6'b001001,
    Lui_ = 6'b001111,
    Lw_ = 6'b100011,
    Sw_ = 6'b101011,
    Branch_ = 6'b000100,
    Jump_ = 6'b000010,
    Ori = 6'b001101;
module IF_ID(
    input clk,
    input [31:2] PC_4_,
    input [31:0] Instructions_OUT_,
    output [31:2] PC_4,
    output [31:0] Instructions_OUT
    );
    reg [31:2] PC_4;
    reg [31:0] Instructions_OUT;
    always @(posedge clk)
    begin
        PC_4 <= PC_4_;
        Instructions_OUT <= Instructions_OUT_;
    end
endmodule
==> flow/run.sh <==
#!/bin/bash
# OpenROAD 26Q1-2900-gdf79404cd8, Yosys 0.63+post, stock flow scripts
make -C /OpenROAD-flow-scripts/flow DESIGN_CONFIG=/design/flow/config.mk WORK_HOME=/design/flow/orfs finish
==> flow/config.mk <==
export PLATFORM = sky130hd
export DESIGN_NAME = IF_ID
export DESIGN_NICKNAME = IF_ID
export VERILOG_FILES = /design/flow/design.v
export SDC_FILE = /design/flow/constraint.sdc
export NUM_CORES = 4
export LEC_CHECK = 1
export CORE_UTILIZATION = 30
==> flow/constraint.sdc <==
current_design IF_ID

set clk_period 1.0
set clk_io_pct 0.2

create_clock -name clk0 -period $clk_period [get_ports {clk}]

set non_clock_inputs [all_inputs -no_clocks]
set_input_delay [expr $clk_period * $clk_io_pct] -clock clk0 $non_clock_inputs
set_output_delay [expr $clk_period * $clk_io_pct] -clock clk0 [all_outputs]
==> impl_metrics.json <==
{
  "outcome": "finished, final reports clean",
  "slew_viol_final": 0,
  "routabilityCongestion": 0.6646,
  "grt_setup_unrepaired": "no",
  "grt-ovfl-total": 0,
  "worstPathArrival_ns": 0.73,
  "route.detailed.drc": 0,
  "seqPwrFrac": 0.558,
  "async_flop_share": 0,
  "clkSinkCount": 62,
  "post-place-cells": 236,
  "cpMaxStageDelayCell": "dfxtp_2",
  "flop_cell": "dfxtp_1",
  "maxCapViolCount": 0,
  "initial_core_util": 0.3103,
  "clk_pin_slew_ns": 0.06,
  "post-dp-hpwl_mm": 2.165,
  "crit_start": "Instructions_OUT[13]",
  "clkPwrFrac": 0.372,
  "critical_path_class": "reg2out",
  "top_cells_by_area": "dfxtp_1 100%",
  "areaGrowthSynthToFinish_pct": 93.45,
  "critPathTopFamily": "flip-flops",
  "p_sw_w": 0.0008529,
  "min_path_type": "in2reg",
  "max_freq_mhz": 1070,
  "worstMarginPinSlew_ns": 0.09793,
  "grt_pass1_vias": 919,
  "peakVddDrop_mv": 1.095,
  "ys_chip_area_um2": 1241,
  "max_slew_margin": 0.9347,
  "cpPeakStageDelay_ns": 0.31,
  "wire_per_inst_um": 11.21,
  "hold_violations": 0,
  "cts_max_level": 3,
  "crit_chain": "buf_2",
  "power_leakage_nw": 1.093,
  "antenna_found_initial": 0,
  "antenna_left": 0,
  "grt_usage": 0.1281,
  "io_buffer_count": 124,
  "period_needed_ns": 0.9346,
  "final-comb-area_um2": 0,
  "vias": 950,
  "top_level_ports": 125,
  "critPathLaunchType": "flip-flop",
  "combinationalPowerShare": 0.070,
  "ys_cells": 62,
  "syn_avg_cell_area_um2": 20.02,
  "grt_pass1_wl_mm": 4.002,
  "holdWs_ns": 0.3172,
  "cp_max_fo": 1,
  "largest_area_cell": "dfxtp_1",
  "synth_cell_types": 1,
  "intPower_w": 0.003860,
  "min_from": "PC_4_[11]",
  "cts_root_buffer": "clkbuf_8",
  "synthesis.area_um2": 1241,
  "comb_cells": 0,
  "switching_share": 0.1810,
  "fin_crit_sh": 0.9346,
  "final.setup.tns_ns": 0,
  "drtIter0Drc": 18,
  "warnings": 25,
  "setup_viol": 0,
  "drt_first_pass_iters": 6,
  "wl_mm": 2.825,
  "grt_max_degree": 10,
  "fill_cells": 340,
  "n_antenna_cell": 0,
  "critical_path_required_ns": 0.80,
  "synthesis.instances": 62,
  "core_area_um2": 4000,
  "p_total_w": 0.004713,
  "cts_buffer_depth": 2,
  "rows": 23,
  "yosysTopAreaCellShare": 1.000,
  "edf_count": 0,
  "drive_above_1_share": 0.3812,
  "common_cells": "62 x dfxtp_1",
  "ys_ff": 62,
  "fp.dieH_um": 66.32,
  "die_x_um": 66.32,
  "cts_tree": "done",
  "p_per_area_nw_per_um2": 1963,
  "instances_no_fill": 252,
  "tritoncts.num_buffers": 9,
  "synth_warnings": 1,
  "post-synth-top-count-cell": "dfxtp_1",
  "die_area_um2": 4398,
  "critPathBufInv": 1,
  "end_kind": "output port",
  "synth_seq_share": 1.000,
  "drt-vias-per-instance": 3.770
}
-- cell families (layout without fill, tap and decap cells) --
group / after synthesis / count (layout) / synth area share
buffers and inverters: 0 / 140 / 0
flip-flops: 62 / 62 / 1.000
-- metrics by stage --
| step | worst slack, ns | utilization | instance area (µm²) |
|---|---|---|---|
| 6_report | 0.06543 | 0.6003 | 2401 |
| 5_1_grt | 0.02393 | 0.6003 | 2401 |
| 3_3_place_gp | 0.02743 | 0.6362 | 2545 |
| 3_5_place_dp | 0.01954 | 0.6362 | 2545 |
| 4_1_cts | 0.0001610 | 0.6074 | 2430 |
| 2_1_floorplan | 0.5385 | - | 1241 |
-- flip-flops by register name, indices dropped and copies added, names as in the netlist --
name	count
PC_4	30
Instructions_OUT	32
-- cells in the final DEF (no fill, tap or decap) --
| cell type | netlist | final |
|---|---|---|
| clkdlybuf4s50_1 | 0 | 62 |
| dfxtp_1 | 62 | 58 |
| buf_2 | 0 | 56 |
| clkbuf_8 | 0 | 10 |
| clkbuf_2 | 0 | 6 |
| clkbuf_1 | 0 | 5 |
| dfxtp_2 | 0 | 4 |
| clkinv_2 | 0 | 1 |
-- power by group through the flow --
stage,Sequential [W],Combinational (W),Clock (W)
CTS,0.00263,0.000343,0.00185
global route,0.00264,0.000360,0.00196
finish,0.00263,0.000330,0.00175
-- cell type report --
class                 instances  area (µm²)  share of cell area
Sequential cell              62        1246              0.5190
Timing Repair Buffer        124       930.9              0.3877
Clock buffer                 15       156.4             0.06514
Tap cell                     50       62.56             0.02606
Clock inverter                1       5.005            0.002084
-- final timing paths --
kind,end,cells after the start
worst min-delay path,PC_4[11],1
worst max-delay path,Instructions_OUT[13],1
-- per-layer routing --
metal,up-vias,track usage,routed length [µm]
met5,-,0,0
met4,0,0.04521,55
met3,5,0.06993,436
met2,73,0.2015,1359
met1,413,0.1487,975
li1,459,-,-
-- timing repair --
| action | in CTS | in global routing |
|---|---|---|
| gates resized | 184 | 7 |
| setup endpoints to repair | 62 | 6 |
| endpoints found under the hold margin | 0 | 0 |
| setup buffers | 0 | 0 |
| hold buffers | 0 | 0 |
Power and IR drop assume default switching activity.
